==> design.v <==
`timescale 1ns / 1ps
module InstMem (input [5:0] offset, output [31:0] data_out);
   reg [31:0] mem [0:63];
   assign data_out = mem[offset];
   initial begin
    mem[0]=32'b0000000_00000_00000_000_00000_0110011 ;  
    mem[1]=32'b00000000000000000010000010000011 ;  
    mem[2]=32'b00000000010000000010000100000011 ;  
    mem[3]=32'b00000000100000000010000110000011 ;  
    mem[4]=32'b00000000001000001110001000110011 ;  
    mem[5]=32'b00000010001100100000000001100011;  
    mem[6]=32'b00000000001000001000000110110011 ;  
    mem[7]=32'b00000000001000011000001010110011 ;  
    mem[8]=32'b00000000010100000010011000100011;  
    mem[9]=32'b00000000110000000010001100000011 ;  
    mem[10]=32'b00000000000100110111001110110011 ;  
    mem[11]=32'b01000000001000001000010000110011 ;  
    mem[12]=32'b00000000000100000000010010110011 ;  
    end
endmodule
==> run.sh <==
#!/bin/bash
# OpenROAD 26Q1-2900-gdf79404cd8, Yosys 0.63+post, stock flow scripts
make -C /OpenROAD-flow-scripts/flow DESIGN_CONFIG=/design/flow/config.mk WORK_HOME=/design/flow/orfs finish
==> config.mk <==
export PLATFORM = sky130hd
export DESIGN_NAME = InstMem
export DESIGN_NICKNAME = InstMem
export VERILOG_FILES = /design/flow/design.v
export SDC_FILE = /design/flow/constraint.sdc
export NUM_CORES = 4
export LEC_CHECK = 1
export CORE_AREA = 10 10 70 70
export DIE_AREA = 0 0 80 80
==> constraint.sdc <==
current_design InstMem

set clk_period 1.4
set clk_io_pct 0.2

create_clock -name clk0 -period $clk_period

set non_clock_inputs [all_inputs -no_clocks]
set_input_delay [expr $clk_period * $clk_io_pct] -clock clk0 $non_clock_inputs
set_output_delay [expr $clk_period * $clk_io_pct] -clock clk0 [all_outputs]
==> impl_metrics.env <==
# implementation run metrics
export IMPL_use_met2=0.0730
export IMPL_postSynthSeqShare=0
export IMPL_postCtsHoldBufs=0
export IMPL_areaGrowthSynthToFinish_pct=83.9
export IMPL_top_cell_area_share=0.241
export IMPL_hpwl_um=1210
export IMPL_p_comb_frac=1.000
export IMPL_synthCells=62
export IMPL_gr_usage_met1=0.0613
export IMPL_start_kind="input pin"
export IMPL_grt_use_met3=0.0170
export IMPL_first_pass_iters=2
export IMPL_track_usage=0.0459
export IMPL_overflow=0
export IMPL_hold_viol=0
export IMPL_grt_busiest_layer="met2"
export IMPL_p_leak_nw=0.435
export IMPL_timing_final_crit_share=1.02
export IMPL_ys_types=25
export IMPL_core_um2=3420
export IMPL_cp_required_ns=1.12
export IMPL_antenna_found_initial=0
export IMPL_maxCapViolCount=0
export IMPL_yosys_stat_area_um2=435
export IMPL_first_global_vias=509
export IMPL_gp_congestion=0.749
export IMPL_via_count=495
export IMPL_seq_area_um2=0
export IMPL_top_area_cell="buf_4"
export IMPL_worst_slack_ns=-0.0269
export IMPL_drive_above_1_share=0.537
export IMPL_dieWidth_um=80
export IMPL_dp_cells=133
export IMPL_synthTopCellsByCount="buf_4, inv_1, ha_1, nand3b_1, o21ai_0"
export IMPL_grt_pass1_wl_um=2480
export IMPL_arrival_ns=1.15
export IMPL_p_clk_frac=0
export IMPL_n_antenna_cell=0
export IMPL_path_class="input pin to primary output"
export IMPL_ys_cells=62
export IMPL_cp_max_fo=4
export IMPL_final_cells=141
export IMPL_max_freq_mhz=701
export IMPL_violations="negative setup slack"
export IMPL_p_sw_w=0.0000815
export IMPL_fin_area_um2=801
export IMPL_outcome="finished with violations"
export IMPL_syn_area_um2=435
export IMPL_drv_slew=0
export IMPL_grt_max_degree=11
export IMPL_first_iter_violations=4
export IMPL_rsz0062_at_grt="true"
export IMPL_flops=0
export IMPL_irDropWorstVdd_v=0.000104
export IMPL_avgSynthCellArea_um2=7.02
export IMPL_cp_end_kind="primary output"
export IMPL_fp_dieArea_um2=6400
export IMPL_holdWs_ns=0.893
export IMPL_internal_power_w=0.000109
export IMPL_pre_cts_ws_ns=-0.849
export IMPL_yosys_cell_count_top_type="buf_4"
export IMPL_yosysWarnings=1
export IMPL_num_rows=21
export IMPL_power_frac_seq=0
export IMPL_wl_um=1570
export IMPL_die_y_um=80
export IMPL_power_w=0.000190
export IMPL_power_density_nw_per_um2=238
export IMPL_hold_path_class="input pin to primary output"
export IMPL_ys_top_cells_by_area="buf_4, ha_1, mux2i_1"
export IMPL_portBuffers=23
export IMPL_drcViolationCount=0
export IMPL_postPlaceCellArea_um2=696
export IMPL_warning_count=41
export IMPL_fp_util=0.127
export IMPL_period_minus_slack_ns=1.43
export IMPL_io_pins=38
export IMPL_nClkBuffers=0
export IMPL_switching_share=0.428
export IMPL_via_per_inst=3.51
export IMPL_routedWlPerCell_um=11.2
export IMPL_setup_viol=4
export IMPL_ant_nets=0
-- per-stage QoR --
step,setup TNS [ns],util
floorplan,0,-
global placement,-14.84,0.204
detailed placement,-14.56,0.204
CTS,-0.400,0.236
global route,-0.496,0.234
finish,-0.0849,0.234
-- what timing repair did --
action	in CTS	in global routing
gates resized	93	13
buffers inserted	8	1
pin swaps	14	3
cloned	1	0
endpoints found under the setup margin	19	16
-- metal layers --
metal / vias to the layer above / part of all wire
met5: - / 0
met4: 0 / 0
met3: 0 / 0.095
met2: 20 / 0.42
met1: 230 / 0.48
li1: 245 / -
-- final timing paths --
check	start	to	cells past startpoint
max	offset[0]	data_out[4]	7
min	offset[2]	data_out[23]	3
-- kinds of logic after synthesis --
kind of cell | Yosys count | synth area share
other cells | 2 | 0.0172
mux | 4 | 0.0948
simple gates | 15 | 0.201
buf+inv | 24 | 0.348
compound gates | 11 | 0.167
fa+ha+maj | 6 | 0.172
-- layout by cell type (no fill, tap or decap), types with 2 or more instances in the layout --
| cell type | synthesis | layout |
|---|---|---|
| buf_2 | 1 | 12 |
| buf_4 | 14 | 11 |
| buf_6 | 1 | 4 |
| buf_8 | 0 | 2 |
| clkbuf_2 | 0 | 3 |
| clkdlybuf4s15_1 | 0 | 4 |
| conb_1 | 2 | 13 |
| dlygate4sd2_1 | 0 | 2 |
| ha_2 | 0 | 2 |
| ha_4 | 0 | 4 |
| inv_1 | 8 | 5 |
| inv_4 | 0 | 2 |
| mux2i_1 | 3 | 3 |
| nand2_2 | 0 | 2 |
| nand3b_1 | 4 | 4 |
| nor2_1 | 2 | 2 |
| o21ai_1 | 0 | 3 |
-- area by class of cell --
| type | count | area, um^2 |
|---|---|---|
| repair buffers | 38 | 290 |
| multi-input cells | 49 | 418 |
| fillers | 385 | 2620 |
| well taps | 46 | 57.6 |
| inverters | 8 | 35.0 |
-- power groups by stage --
stage | combinational, W | clock [W] | sequential, W
finish | 0.000190 | 0 | 0
global route | 0.000214 | 0 | 0
CTS | 0.000189 | 0 | 0
-- worst max-delay path, stage by stage --
cell and delay, ns:
buf_8 0.10, buf_6 0.12, ha_4 0.16, buf_6 0.11, nand3b_1 0.13, o31a_1 0.15, buf_2 0.09
Power figures rest on the tool's default switching activity, not on a simulated workload.

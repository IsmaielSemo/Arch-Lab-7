`run.sh`:
```
#!/bin/bash
# OpenROAD 26Q1-2900-gdf79404cd8, Yosys 0.63+post, stock flow scripts
make -C /OpenROAD-flow-scripts/flow DESIGN_CONFIG=/design/flow/config.mk WORK_HOME=/design/flow/orfs finish
```
`constraint.sdc`:
```
current_design DataMem

set clk_period 34.2
set clk_io_pct 0.2

create_clock -name clk0 -period $clk_period [get_ports {clk}]

set non_clock_inputs [all_inputs -no_clocks]
set_input_delay [expr $clk_period * $clk_io_pct] -clock clk0 $non_clock_inputs
set_output_delay [expr $clk_period * $clk_io_pct] -clock clk0 [all_outputs]
```
`config.mk`:
```
export PLATFORM = sky130hd
export DESIGN_NAME = DataMem
export DESIGN_NICKNAME = DataMem
export VERILOG_FILES = /design/flow/design.v
export SDC_FILE = /design/flow/constraint.sdc
export NUM_CORES = 4
export LEC_CHECK = 1
export CORE_UTILIZATION = 50
```
`design.v`:
```
`timescale 1ns / 1ps
module DataMem(
    input clk,
    input MemRead,
    input MemWrite,
    input [5:0] addr,
    input [31:0] data_in,
    output reg [31:0] data_out
);
reg [31:0] mem [0:63]; 
initial begin   
    mem[0]=32'd17;
    mem[1]=32'd9;
    mem[2]=32'd25;
end
always @(*) begin
    if (MemRead)
        data_out = mem[addr]; 
end
always @(posedge clk) begin  
    if (MemWrite) 
        mem[addr] <= data_in;
end
endmodule
```
==> run notes <==
- 0.5037 — initial standard-cell utilization of the core
- 2080 — flip-flop and latch count after synthesis
- 0 — post-CTS setup buffer count
- 56 — Cell Type Count
- 145 — number of placement rows
- sky130_fd_sc_hd__edfxtp_1 — area leader, netlist
- 5.211 mW — overall power consumption
- 78770 um^2 — yosys synthesis chip area
- 6.155 — post-DR vias/cell
- 9600 ps — critical path data arrival time
- 295.7 mm — wire length of the first global-routing pass
- 0 — DRC errors left
- 0 — Hold Violations, Final
- 6634 — non-filler cells in the finished layout
- 9112 ps — minimum clock period after layout
- primary input to register — Min-Delay Path Class
- 34690 ps — worst path required time
- 6 — 1st-pass router iterations
- register — type of element capturing the critical path
- 3092 — Iteration-0 DRC Markers
- 11460 — FILL cells
- 58.53 nW/um^2 — areal power density over the cells
- sky130_fd_sc_hd__edfxtp_1 — most frequently used cell type in the post-synthesis netlist
- 24200 ps — worst setup slack before clock tree synthesis
- 159100 um^2 — DIE AREA
- 32 — register pins left without a clock
- 800 ps — delay of the slowest critical-path stage
- 29 — OpenROAD warning count
- 18.58 um^2 — Avg Synthesized Cell Area
- 1 — number of warnings reported in the yosys synthesis log
- 205.0 mm — total routed wirelength
- 60 ps — clock-pin slew on the worst setup and hold paths
- 0 ps — setup total negative slack
- 8 — number of antenna violations at the first check in global routing
- 73 — number of top-level design ports
- 0.535 — share of total power in sequential cells
- 78770 um^2 — post-synthesis instance area
- 0 — final setup violation count
- done — CTS tree
- 42610 — via count of the first global-routing pass
- 0.7808 — fraction of post-synthesis cell area in the top cell type by area
- 64 — count of endpoints without a timing constraint
- primary input to register — path type of the worst setup path
- sky130_fd_sc_hd__clkdlybuf4s50_1 — worst-path cell with the longest stage delay
- 40830 — total via count in the routed design
- sky130_fd_sc_hd__clkbuf_16 — clock tree root buffer cell
- 6262 — placed cell count
- 4239 — # Cells Yosys
- 1229 ps — slew of the pin with the lowest slew margin
- 13.04% — area grow syn2layout
- 0.9795 — routability-driven placement congestion ratio
- sky130_fd_sc_hd__buf_4 — dominant cell type by count on the critical path
- 111 — pin count of the biggest net entering global routing
- 16050 um^2 — combinational cell area excluding buffers and inverters
- clkdlybuf4s50_1, nor2b_1, nand2_2, buf_4, nor2_4, buf_4 — cell breakdown of the critical path
- 0 — final number of max-transition violations
- 199 — number of buffers added by the clock tree synthesis step
- 1.106 mW — net load switching power
- 30.91 um — average wire per standard cell
- 0 — hold buffer count at cts
- 72 — I/O Buffers
- 28.59 nW — cell leakage power
- 0.1821 — layout cell share with drive strength beyond 1
- 0.2937 — overall routing resource usage
- no — setup repair after global routing missed its margin
- 0 — overall overflow remaining after global route
- 120.6 mm — sum of net half-perimeters after detailed placement
- 0 — cells resized by post-CTS repair
- 0 — Max Cap Viol
- 37 — largest driver fanout on the critical path
- 0.1597 — Max-Slew Margin vs Limit
- 4.105 mW — internal power contribution
- 4239 — number of standard cells after synthesis
- 25090 ps — final setup margin
- 0.2122 — Net Sw Frac
- primary input — launching element type of the critical path
- sky130_fd_sc_hd__edfxtp_1, sky130_fd_sc_hd__mux2i_1, sky130_fd_sc_hd__mux4_2 — top cells by area in the synthesized netlist
- 0 — Synth async-reset ratio
- 3 — Longest Clk Path Bufs
- 58.88 uV — peak ir drop on the vdd network
- 0.1097 GHz — top achievable clock speed
- 398.9 um — die span in x
- sky130_fd_sc_hd__edfxtp_1 — commonest register cell after synthesis
- 4 — H-tree depth
- 0.412 — fraction of power consumed by the clock network
- 0.2664 — crit share post-route
- 0 — Antenna Violating Nets Remaining
- 156400 um^2 — area inside the core boundary
- complete, no violations — run status
- 61980 um^2 — FF/Latch Area
- 398.9 um — die extent in y
- sky130_fd_sc_hd__edfxtp_1, sky130_fd_sc_hd__mux2i_1, sky130_fd_sc_hd__a22oi_1 — commonest cells in the synthesized netlist
- 2048 — number of enable-type register cells in the synthesized netlist
- 0.053 — Comb power frac
## worst paths after layout
path              cells after the start  slack (ps)     endpoint        start
setup / recovery                      6       25090   mem[51][0]      addr[4]
hold / removal                        1        6300  mem[50][26]  data_in[26]
## layout make-up
type | instances | area share
tap | 2058 | 0.02892
inverter | 2 | 0.0001686
timing repair buffer | 263 | 0.02279
clock inverter | 112 | 0.01197
antenna | 7 | 0.0001967
sequential | 2080 | 0.6961
multi-input combinational | 1859 | 0.1802
clock buffer | 253 | 0.05964
## cell usage in the layout, fill, tap and decap left out, drive strengths merged, types with 16 or more instances in the layout
cell / instances
a22o: 66
mux2: 147
edfxtp: 2048
a31oi: 43
buf: 227
a21oi: 121
mux4: 96
a221oi: 175
a22oi: 188
clkdlybuf4s50: 36
nor2: 145
o22ai: 93
nand3: 54
and3: 85
nor3: 22
mux2i: 259
o21ai: 85
a211oi: 17
o22a: 70
clkinv: 85
dlxtp: 32
a222oi: 16
clkbuf: 253
nand2: 28
bufinv: 19
nand2b: 18
## kinds of logic (layout without fill, tap and decap cells)
| logic type | Yosys count | count (layout) | share of synthesized area |
|---|---|---|---|
| buf+inv | 300 | 630 | 0.01685 |
| other cells | 0 | 7 | 0 |
| mux | 502 | 502 | 0.08138 |
| latches | 32 | 32 | 0.006100 |
| simple gates | 424 | 424 | 0.02812 |
| flops | 2048 | 2048 | 0.7808 |
| compound gates | 933 | 933 | 0.08679 |
## flip-flops by register name, indices dropped and copies added, names as in the netlist
| name | count |
|---|---|
| mem | 2048 |
| data_out | 32 |
## power groups by stage
| stage | Combinational [mW] | Sequential [mW] | Clock, mW |
|---|---|---|---|
| CTS | 0.279 | 2.79 | 2.18 |
| global route | 0.295 | 2.79 | 2.27 |
| finish | 0.277 | 2.79 | 2.15 |
## routing by layer
metal / track usage / up-vias / wire, um / part of all wire
met5: 0.01090 / - / 230 / 0.0011
met4: 0.1082 / 10 / 9976 / 0.049
met3: 0.1715 / 368 / 27750 / 0.14
met2: 0.4188 / 2097 / 96880 / 0.47
met1: 0.4081 / 20350 / 70200 / 0.34
li1: - / 18010 / - / -
## critical path: cells and delay by family
family	cells	cell delay (ps)
simple gates	3	1110
buf+inv	3	1600
## stage by stage
| stage | hold slack (ps) | cell area, um^2 | util |
|---|---|---|---|
| after CTS | 6240 | 89020 | 0.5692 |
| final | 6298 | 89040 | 0.5693 |
| after detailed placement | 7134 | 82640 | 0.5285 |
| after floorplan | 6939 | 78770 | - |
| after global routing | 6283 | 89030 | 0.5693 |
| after global placement | 7124 | 82640 | 0.5285 |
Power and IR drop assume default switching activity.
